`design/flow/constraint.sdc`:
```
current_design execute_mem_dcache_tag

set clk_period 137.7
set clk_io_pct 0.2

create_clock -name clk0 -period $clk_period [get_ports {clk}]

set non_clock_inputs [all_inputs -no_clocks]
set_input_delay [expr $clk_period * $clk_io_pct] -clock clk0 $non_clock_inputs
set_output_delay [expr $clk_period * $clk_io_pct] -clock clk0 [all_outputs]
```
`design/flow/config.mk`:
```
export PLATFORM = sky130hd
export DESIGN_NAME = execute_mem_dcache_tag
export DESIGN_NICKNAME = execute_mem_dcache_tag
export VERILOG_FILES = /design/flow/design.v
export SDC_FILE = /design/flow/constraint.sdc
export NUM_CORES = 4
export LEC_CHECK = 1
export CORE_UTILIZATION = 50
export SYNTH_MEMORY_MAX_BITS = 65536
```
`design/flow/run.sh`:
```
#!/bin/bash
# OpenROAD 26Q1-2900-gdf79404cd8, Yosys 0.63+post, stock flow scripts
make -C /OpenROAD-flow-scripts/flow DESIGN_CONFIG=/design/flow/config.mk WORK_HOME=/design/flow/orfs finish
```
`design/flow/design.v`:
```
module execute_mem_dcache_tag (
    input   wire            clk,
    input   wire            resetn,
    input   wire            wea,
    input   wire [7:0]      addra,
    input   wire            dina_valid,
    input   wire [18:0]     dina_tag,
    input   wire [7:0]      addrb,
    output  wire            doutb_valid,
    output  wire [18:0]     doutb_tag,
    input   wire [7:0]      addrc,
    output  wire            doutc_valid,
    output  wire [18:0]     doutc_tag
);
    integer i;
    genvar  j;
                                   reg         valid_R [255:0];
    (*ram_style = "distributed" *) reg [18:0]  tag_R   [255:0];
    always @(posedge clk) begin
        for (i = 0; i < 256; i = i + 1) begin
            if (~resetn) begin
                valid_R[i] <= 'b0;
            end
            else if (wea && addra == i) begin
                valid_R[i] <= dina_valid;
            end
        end
    end
    always @(posedge clk) begin
        if (wea) begin
            tag_R[addra] <= dina_tag;
        end
    end
    assign doutb_valid  = valid_R[addrb];
    assign doutb_tag    = tag_R  [addrb];
    assign doutc_valid  = valid_R[addrc];
    assign doutc_tag    = tag_R  [addrc];
endmodule
```
==> impl_metrics.toml <==
# flow metrics
[finish]
finish.instance_area_um2 = 268700
fraction_of_final_layout_cells_with_drive_strength_greater_than_1_pct = 40.39
area_growth_pct = 12.71
seq_area_um2 = 151200
n_fill_cell = 34140
fin_util_pct = 56.59
combGateArea_um2 = 83770

[clock_network]
worstSkewPairLatency_ns = 1.11
numCtsBuffers = 561
cts_root_buf = "sky130_fd_sc_hd__clkbuf_16"
total_of_hold_buffers_inserted_after_clock_tree_synthesis = 0
maximum_buffer_depth_of_the_clock_tree = 4
cts.sinks = 5120
cts_tree = "built"
htree_num_levels = 6
ctsResizeCount = 0
postCtsSetupRepairBufs = 0
clkTransAtPathRegs_ns = 0.06

[final_timing]
fin_hold_ws_ns = 0.5039
maxClockFrequency_ghz = 0.01569
rsz0062_at_grt = "no"
slew_headroom_pct = -9.091
layout_min_cycle_time_ns = 63.72
worst-slew-pin-transition_ns = 1.636
timing.setup.tns_ns = 0
finalWorstSetupSlack_ns = 73.98
setup_violations = 0
min_period_over_period_pct = 46.27
slew_viol_final = 15
fin_worst_skew_ns = 0
report.final.hold_viol_count = 0

[grt]
largest_net_degree_at_the_start_of_global_routing = 109
globalRoute.totalOverflow = 0
grt_pass1_wl_um = 1193000
grt_pass1_vias = 148300
grt_use_total_pct = 41.61
grt_antenna_before_repair = 97

[setup_path]
worst_setup_path_end_kind = "output port"
critPathRequiredTime_ns = 110.16
r2r_cells = 2
arrival_ns = 36.18
timing.setup.critical_path_class = "in -> out"
worstPathMaxFanout = 64
cp_startpoint_kind = "primary input"
r2r_slack_ns = 136.85

[yosys]
synth-main-ff-cell = "sky130_fd_sc_hd__edfxtp_1"
synthTopCellsByArea = "sky130_fd_sc_hd__edfxtp_1 (61%), sky130_fd_sc_hd__mux4_2 (29%), sky130_fd_sc_hd__dfxtp_1 (2.1%)"
synth.yosys.seq_area_share_pct = 63.41
count_of_library_flops_with_an_enable_pin = 4864
synth-cells-yosys = 11510
yosys.area.top_type = "sky130_fd_sc_hd__edfxtp_1"
synth_cell_type_count = 72
synthesis.instances = 11510
numSynthFlops = 5120
synth.avg_cell_area_um2 = 20.71
synth-warning-count = 2
async_reset_ff_share_pct = 0
yosys-stat-area_um2 = 238400
synthesis.area_um2 = 238400
ys_top_cells_by_count = "sky130_fd_sc_hd__edfxtp_1 (4864), sky130_fd_sc_hd__mux4_2 (3037), sky130_fd_sc_hd__clkbuf_1 (477), sky130_fd_sc_hd__nand2_1 (379), sky130_fd_sc_hd__nor2_1 (344)"
synthMostInstantiatedCell = "sky130_fd_sc_hd__edfxtp_1"
yosysTopAreaCellShare_pct = 61.26

[placed_design]
detailed_place_hpwl_um = 552300
postPlaceCellArea_um2 = 250000
port_buffers = 86
worst_slack_at_placement_ns = 73.96
place_congestion = 1.089

[power_and_ir_drop]
power.density_cell_area_nw_per_um2 = 13.12
leakage_nw = 82.31
ir_worst_vdd_v = 0.00001393

[detailed_routing]
drt_pass1_iterations = 8
vias = 133700
drtIter0Drc = 10540
vias_per_instance = 7.101
remaining_drc_errors = 0
wl_um = 870900
antenna_violating_nets_remaining = 0
wire_per_inst_um = 46.27

[floorplan]
floorplan.core_area_um2 = 474800
chipHeight_um = 692.5
fp.dieArea_um2 = 479600
boundaryPins = 87
floorplan.core_util_pct = 50.21
placement_rows = 253
horiz_die_dim_um = 692.5

[run_status]
violations_in_the_final_reports = "max-capacitance violations, max-slew violations"
outcome = "finished, violations left"

[hold_path]
worst_hold_path_type = "reg -> reg"
worstHoldPathCells = 2

[run]
openroad_warning_count = 34
max_cap_viol_count = 2
## flip-flops by register name, summed over array words and instances (netlist names)
signal and cells:
tag_R 4864, valid_R 256
## kinds of logic (layout without fill, tap and decap cells)
group	count (synthesis)	count (layout)	share of synthesized area, %
other cells	0	151	0
mux	3193	3193	29.37
simple gates	1036	1036	1.939
compound gates	1167	1167	3.366
flops	5120	5120	63.41
buf+inv	997	1909	1.911
## layer usage
metal	share of wire, %	wire [um]	GRT usage (%)
met4	6.0	52300	17.53
met3	21	183400	36.43
met2	45	389100	55.11
met1	28	241400	48.93
met5	0.54	4707	8.081
## cells in the final DEF, fill, tap and decap left out, drive strengths merged, types with 100 or more instances in the layout
cell type  count
mux4        3037
o21ai        285
nor2         344
clkbuf       709
a22oi        226
edfxtp      4864
buf          816
clkinv       248
a21boi       244
mux2i        100
nand2        379
dfxtp        256
diode        151
a21oi        103
## cell type report
| class | instances | share of cell area [%] |
|---|---|---|
| flip-flops and latches | 5120 | 56.26 |
| clock buffers | 689 | 5.447 |
| multi-input cells | 5396 | 31.17 |
| well taps | 6247 | 2.909 |
| inverters | 10 | 0.01956 |
| repair buffers | 885 | 2.681 |
| clock inverters | 325 | 1.366 |
| diodes | 151 | 0.1406 |
## stage by stage
| stage | cells | power (mW) |
|---|---|---|
| global route | 18790 | 3.609 |
| CTS | 18670 | 3.539 |
| finish | 18820 | 3.526 |
| global placement | 17660 | 2.047 |
| floorplan | 11510 | 1.901 |
| detailed placement | 17660 | 2.050 |
## path summary, 6_finish.rpt
| check | start | end |
|---|---|---|
| min | valid_R[103] | valid_R[103] |
| min reg2reg | valid_R[103] | valid_R[103] |
| max reg2reg | valid_R[86] | valid_R[86] |
| max | addrc[0] | doutc_tag[1] |
## worst max-delay path, stage by stage
cell and delay (ns):
sky130_fd_sc_hd__buf_16 0.39, sky130_fd_sc_hd__buf_4 0.65, sky130_fd_sc_hd__buf_4 0.58, sky130_fd_sc_hd__buf_4 0.55, sky130_fd_sc_hd__buf_4 0.53, sky130_fd_sc_hd__buf_4 0.52, sky130_fd_sc_hd__buf_4 0.51, sky130_fd_sc_hd__buf_4 0.64
sky130_fd_sc_hd__mux4_2 0.60, sky130_fd_sc_hd__mux4_2 0.54, sky130_fd_sc_hd__a22oi_1 0.50, sky130_fd_sc_hd__a21oi_1 0.34, sky130_fd_sc_hd__buf_4 0.26, sky130_fd_sc_hd__nor4_2 0.72, sky130_fd_sc_hd__buf_4 0.29, sky130_fd_sc_hd__o21ai_0 0.32
sky130_fd_sc_hd__clkdlybuf4s50_1 0.53
## report_power, final
group	total, mW	switching [mW]	leakage [nW]	internal (mW)
clock network	1.50	0.645	8.87	0.857
registers	1.71	0.00138	45.8	1.71
logic	0.315	0.199	27.7	0.115
No activity file was given, so power comes from the tool's default toggle rates.
