`./config.mk`:
```
export PLATFORM = sky130hd
export DESIGN_NAME = decode_regnrename
export DESIGN_NICKNAME = decode_regnrename
export VERILOG_FILES = /design/flow/design.v
export SDC_FILE = /design/flow/constraint.sdc
export NUM_CORES = 4
export LEC_CHECK = 1
export CORE_UTILIZATION = 40
```
`./constraint.sdc`:
```
current_design decode_regnrename

set clk_period 41.2
set clk_io_pct 0.2

create_clock -name clk0 -period $clk_period [get_ports {clk}]

set non_clock_inputs [all_inputs -no_clocks]
set_input_delay [expr $clk_period * $clk_io_pct] -clock clk0 $non_clock_inputs
set_output_delay [expr $clk_period * $clk_io_pct] -clock clk0 [all_outputs]
```
`./design.v`:
```
module decode_rat (
    input   wire            clk,
    input   wire            resetn,
    input   wire            snoop_hit,
    input   wire [4:0]      addra,
    output  wire            douta_valid,
    output  wire [3:0]      douta_rob,
    input   wire [4:0]      addrb,
    output  wire            doutb_valid,
    output  wire [3:0]      doutb_rob,
    input   wire [4:0]      addrc,
    input   wire            wec,
    input   wire [7:0]      dinc_fid,
    input   wire [3:0]      dinc_rob,
    input   wire [4:0]      addre,
    input   wire            wee,
    input   wire [7:0]      dine_fid,
    input   wire            bco_valid
);
    genvar i;
    reg         valid_R [31:1];
    reg  [7:0]  fid_R   [31:1];
    reg  [3:0]  rob_R   [31:1];
    generate 
        for (i = 1; i < 32; i = i + 1) begin : GENERATED_DECODE_RAT_ENTRY
            wire i_en_al, i_en_cm;
            assign i_en_al = wec && (addrc == i);
            assign i_en_cm = wee && (addre == i) && (dine_fid == fid_R[i]);
            always @(posedge clk) begin
                if (~resetn) begin
                    valid_R [i] <= 'b0;
                end
                else if (snoop_hit) begin
                    valid_R [i] <= 'b0;
                end
                else if (bco_valid) begin
                    valid_R [i] <= 'b0;
                end
                else if (i_en_al) begin
                    valid_R [i] <= 'b1;
                    fid_R   [i] <= dinc_fid;
                    rob_R   [i] <= dinc_rob;
                end
                else if (i_en_cm) begin
                    valid_R [i] <= 1'b0;
                end
            end
        end
    endgenerate
    assign douta_valid  = addra == 'b0 ? 'b0 : valid_R [addra];
    assign douta_rob    = addra == 'b0 ? 'b0 : rob_R   [addra];
    assign doutb_valid  = addrb == 'b0 ? 'b0 : valid_R [addrb];
    assign doutb_rob    = addrb == 'b0 ? 'b0 : rob_R   [addrb];
endmodule
module decode_rdffs (
    input   wire            clk,
    input   wire            resetn,
    input   wire            snoop_hit,
    input   wire            bco_valid,
    input   wire [31:0]     i_regfs_data0,
    input   wire [31:0]     i_regfs_data1,
    input   wire            i_rat_src0_valid,
    input   wire [3:0]      i_rat_src0_rob,
    input   wire            i_rat_src1_valid,
    input   wire [3:0]      i_rat_src1_rob,
    output  wire [31:0]     o_regfs_data0,
    output  wire [31:0]     o_regfs_data1,
    output  wire            o_rat_src0_valid,
    output  wire [3:0]      o_rat_src0_rob,
    output  wire            o_rat_src1_valid,
    output  wire [3:0]      o_rat_src1_rob
);
    assign o_regfs_data0    = i_regfs_data0;
    assign o_regfs_data1    = i_regfs_data1;
    assign o_rat_src0_valid = i_rat_src0_valid;
    assign o_rat_src0_rob   = i_rat_src0_rob;
    assign o_rat_src1_valid = i_rat_src1_valid;
    assign o_rat_src1_rob   = i_rat_src1_rob;
endmodule
module decode_regfiles (
    input   wire            clk,
    input   wire            resetn,
    input   wire [4:0]      raddr0,
    input   wire [4:0]      raddr1,
    output  wire [31:0]     rdata0,
    output  wire [31:0]     rdata1,
    input   wire [4:0]      waddr,
    input   wire            wen,
    input   wire [31:0]     wdata
);
    (*ram_style = "distributed" *) reg[31:0] regstack[31:1];
    integer i;
    always @(posedge clk) begin
        if ((waddr != 5'b0) && wen) begin
            regstack[waddr] <= wdata;
        end
    end
    assign rdata0 = (raddr0 == 5'b0) ? 32'b0 : regstack[raddr0];
    assign rdata1 = (raddr1 == 5'b0) ? 32'b0 : regstack[raddr1];
endmodule
module decode_regnrename (
    input   wire            clk,
    input   wire            resetn,
    input   wire            snoop_hit,
    input   wire            en,
    input   wire [7:0]      i_fid,
    input   wire [3:0]      i_rob,
    input   wire [4:0]      i_src0,
    input   wire [4:0]      i_src1,
    input   wire [4:0]      i_dst,
    output  wire [3:0]      o_src0_rob,
    output  wire            o_src0_ready,
    output  wire [31:0]     o_src0_value,
    output  wire [3:0]      o_src1_rob,
    output  wire            o_src1_ready,
    output  wire [31:0]     o_src1_value,
    output  wire [3:0]      rob_addra,
    input   wire [31:0]     rob_dina,
    input   wire            rob_dina_ready,
    output  wire [3:0]      rob_addrb,
    input   wire [31:0]     rob_dinb,
    input   wire            rob_dinb_ready,
    input   wire            rob_cm_en,
    input   wire [4:0]      rob_cm_addr,
    input   wire [7:0]      rob_cm_fid,
    input   wire [31:0]     rob_cm_data,
    input   wire            bco_valid
);
    wire [31:0] regfs_data0;
    wire [31:0] regfs_data1;
    decode_regfiles decode_regfiles_INST (
        .clk    (clk),
        .resetn (resetn),
        .raddr0 (i_src0),
        .raddr1 (i_src1),
        .rdata0 (regfs_data0),
        .rdata1 (regfs_data1),
        .wen    (rob_cm_en),
        .waddr  (rob_cm_addr),
        .wdata  (rob_cm_data)
    );
    wire        rat_src0_valid;
    wire [3:0]  rat_src0_rob;
    wire        rat_src1_valid;
    wire [3:0]  rat_src1_rob;
    decode_rat decode_rat_INST (
        .clk            (clk),
        .resetn         (resetn),
        .snoop_hit      (snoop_hit),
        .addra          (i_src0),
        .douta_valid    (rat_src0_valid),
        .douta_rob      (rat_src0_rob),
        .addrb          (i_src1),
        .doutb_valid    (rat_src1_valid),
        .doutb_rob      (rat_src1_rob),
        .wec            (en),
        .addrc          (i_dst),
        .dinc_fid       (i_fid),
        .dinc_rob       (i_rob[3:0]),
        .wee            (rob_cm_en),
        .addre          (rob_cm_addr),
        .dine_fid       (rob_cm_fid),
        .bco_valid      (bco_valid)
    );
    wire [31:0] rdffs_regfs_data0;
    wire [31:0] rdffs_regfs_data1;
    wire        rdffs_rat_src0_valid;
    wire [3:0]  rdffs_rat_src0_rob;
    wire        rdffs_rat_src1_valid;
    wire [3:0]  rdffs_rat_src1_rob;
    decode_rdffs decode_rdffs_INST (
        .clk                (clk),
        .resetn             (resetn),
        .snoop_hit          (snoop_hit),
        .bco_valid          (bco_valid),
        .i_regfs_data0      (regfs_data0),
        .i_regfs_data1      (regfs_data1),
        .i_rat_src0_valid   (rat_src0_valid),
        .i_rat_src0_rob     (rat_src0_rob),
        .i_rat_src1_valid   (rat_src1_valid),
        .i_rat_src1_rob     (rat_src1_rob),
        .o_regfs_data0      (rdffs_regfs_data0),
        .o_regfs_data1      (rdffs_regfs_data1),
        .o_rat_src0_valid   (rdffs_rat_src0_valid),
        .o_rat_src0_rob     (rdffs_rat_src0_rob),
        .o_rat_src1_valid   (rdffs_rat_src1_valid),
        .o_rat_src1_rob     (rdffs_rat_src1_rob)
    );
    assign rob_addra = rdffs_rat_src0_rob;
    assign rob_addrb = rdffs_rat_src1_rob;
    assign o_src0_rob   = rdffs_rat_src0_rob;
    assign o_src0_value = rdffs_rat_src0_valid ? rob_dina       : rdffs_regfs_data0;
    assign o_src0_ready = rdffs_rat_src0_valid ? rob_dina_ready : 1'b1;
    assign o_src1_rob   = rdffs_rat_src1_rob;
    assign o_src1_value = rdffs_rat_src1_valid ? rob_dinb       : rdffs_regfs_data1;
    assign o_src1_ready = rdffs_rat_src1_valid ? rob_dinb_ready : 1'b1;
endmodule
```
`./run.sh`:
```
#!/bin/bash
# OpenROAD 26Q1-2900-gdf79404cd8, Yosys 0.63+post, stock flow scripts
make -C /OpenROAD-flow-scripts/flow DESIGN_CONFIG=/design/flow/config.mk WORK_HOME=/design/flow/orfs finish
```
==> impl_metrics.yaml <==
# implementation run metrics
route:
  routedWlPerCell_um: 32.7
  via_count: 39200
  dr.pass1.iters: 6
  wl_um: 211000
  viasPerCell: 6.08
  ant_nets: 0
  drc_errors: 0
  drt-initial-drc-count: 2798
cells_and_area:
  n_fill_cell: 13500
  flop_area_um2: 41600
  drive_gt1_share_pct: 25.4
  area_growth_pct: 15.2
  final-instance-count-excl-fill: 6448
  finalInstanceArea_um2: 75600
  logic_area_um2: 22700
setup_path:
  cp_data_arrival_time_ns: 13.34
  slowest_stage: "buf_4"
  worstPathMaxFanout: 71
  worstSetupStartpointType: "input pin"
  endpoint_kind: "primary output"
  critical-path-max-stage-delay_ns: 0.68
  crit_chain: "buf_8 -> buf_4 -> buf_4 -> buf_4 -> buf_4 -> mux4_2 -> mux4_2 -> a22o_1 -> mux2_4 -> clkdlybuf4s50_1"
  cpMostUsedCell: "buf_4"
  cp_data_required_time_ns: 32.96
  crit_type: "in2out"
clocking:
  cts_made_buffers: 152
  htree_levels: 4
  numClockSinks: 1395
  cts_root_buf: "clkbuf_16"
  insertion_delay_ns: 0.80
  clockBufferDepth: 3
  ctsResizeCount: 0
  cts_tree: "done"
  hold_buffers: 0
  post-cts-setup-buffers: 0
  clkTransAtPathRegs_ns: 0.06
pwr:
  seqPwrFrac_pct: 49.8
  swShare_pct: 22.8
  p_leak_uw: 0.0243
  intPower_uw: 2440
  p_sw_uw: 722
  p_clk_share_pct: 40.9
  irDropWorstVdd_v: 0.0000433
  p_comb_share_pct: 9.3
  p_per_area_nw_per_um2: 41.8
floorplanning:
  die_width_um: 407
  die_h_um: 407
  core_um2: 163000
  rows: 148
  die_area_um2: 166000
  fp_util_pct: 40.3
  ios: 226
grt:
  grtUsageTotal_pct: 28.2
  grt_max_degree: 92
  gr-total-overflow: 0
  antenna_found_initial: 3
  grt_pass1_vias: 41800
  grt_pass1_wl_um: 299000
placed_design:
  gp_congestion: 1.04
  post-place-ws_ns: 19.66
  port-buffer-count: 225
  postPlaceCellArea_um2: 70900
  dp_cells: 6172
  dp_hpwl_um: 125000
synth:
  top_cells_by_area: "edfxtp_1 62%, mux4_2 16%, xor2_1 2.2%"
  top_area_share_pct: 62.4
  ys_seq_share_pct: 63.4
  flop_cell: "edfxtp_1"
  yosysMostFrequentCell: "edfxtp_1"
  synth-edff-count: 1364
  ys_area_um2: 65600
  synth_cell_types: 74
  synth_flops: 1395
  largest_area_cell: "edfxtp_1"
  netlist_area_um2: 65600
  ys_warn_count: 10
  synth.avg_cell_area_um2: 16.9
  yosys_cells: 3876
  synth_cells: 3876
  ys_top_cells_by_count: "1364 x edfxtp_1, 459 x mux4_2, 239 x nor2_1"
  async_reset_ff_share_pct: 0
sta:
  rsz0062_at_grt: "no"
  min_period_over_period_pct: 52.4
  setup_viol: 0
  hold_viol_final: 0
  tightest_slew_ns: 0.907
  max_freq_ghz: 0.0463
  final.setup_skew_ns: 0.0323
  max_slew_margin_pct: 39.3
  setup_tns_ns: 0
  period_needed_ns: 21.58
  slew_viol_final: 0
  finalWorstSetupSlack_ns: 19.62
hold_path:
  hp-class: "reg2reg"
flow_run:
  drv_cap: 0
  log.warning_count: 26
status:
  run_status: "finished clean"
==> cell type report <==
| cell class | instances | area share (%) |
|---|---|---|
| clock inverter | 72 | 0.770 |
| clock buffer | 203 | 5.42 |
| sequential | 1395 | 55.0 |
| multi-input combinational | 2144 | 30.0 |
| tap | 2175 | 3.60 |
| antenna | 1 | 0.00331 |
| inverter | 28 | 0.139 |
| timing repair buffer | 430 | 5.03 |
==> path summary, 6_finish.rpt <==
path                                                   from                          to  slack, ns  depth (start not counted)
worst max register to register  decode_rat_INST.fid_R[3][5]  decode_rat_INST.valid_R[3]      39.22                          4
worst max-delay path                              i_src1[1]            o_src1_value[16]      19.62                         10
worst min-delay path             decode_rat_INST.valid_R[3]  decode_rat_INST.valid_R[3]       0.50                          2
worst min register to register   decode_rat_INST.valid_R[3]  decode_rat_INST.valid_R[3]       0.50                          2
==> critical path: cells and delay by family <==
kind	cells	cell delay, ns
compound gates	1	0.33
mux	3	1.20
buf+inv	6	3.34
==> layer usage <==
layer	vias to the layer above	share of wire (%)	track usage, %
met3	460	17	21.0
met2	2708	46	40.9
met5	-	0.069	0.773
met1	19500	32	33.8
li1	16500	-	-
met4	10	3.8	8.11
==> layout by cell type, fill, tap and decap left out, types with 51 or more instances in the layout <==
| cell type | netlist | final |
|---|---|---|
| edfxtp_1 | 1364 | 1364 |
| mux4_2 | 459 | 459 |
| clkdlybuf4s50_1 | 0 | 207 |
| nor2_1 | 239 | 205 |
| buf_4 | 31 | 205 |
| xor2_1 | 163 | 163 |
| clkbuf_16 | 0 | 155 |
| mux2i_1 | 131 | 131 |
| a21oi_1 | 126 | 126 |
| a22oi_1 | 89 | 89 |
| xnor2_1 | 85 | 85 |
| mux2_2 | 83 | 83 |
| nand2_1 | 69 | 68 |
| nand3_1 | 56 | 56 |
| nor4_1 | 56 | 56 |
| a211oi_1 | 52 | 52 |
| a22o_1 | 51 | 51 |
==> metrics by stage <==
step,hold slack (ns),power [uW],util [%]
detailed placement,0.492,1900,43.6
finish,0.496,3160,46.4
CTS,0.497,3180,46.4
floorplan,0.460,1770,-
global placement,0.493,1900,43.6
global route,0.558,3260,46.4
==> kinds of logic after synthesis <==
group	share of synthesized area (%)
DFF	63.4
xor gates and xnor gates	3.31
AOI/OAI and AO/OA	6.25
buffers and inverters	2.51
muxes	20.0
and+or+nand+nor	4.55
==> registers in the layout, summed over array words and instances (netlist names) <==
signal                         count
decode_rat_INST.rob_R            124
decode_rat_INST.fid_R            248
decode_regfiles_INST.regstack    992
decode_rat_INST.valid_R           31
==> power by group through the flow <==
stage	Sequential [uW]	Clock, uW	Combinational (uW)
4_1_cts	1580	1310	294
5_1_grt	1580	1370	314
6_report	1580	1290	293
Power is estimated from default activity; no workload was simulated.
