File: flow/run.sh
#!/bin/bash
# OpenROAD 26Q1-2900-gdf79404cd8, Yosys 0.63+post, stock flow scripts
make -C /OpenROAD-flow-scripts/flow DESIGN_CONFIG=/design/flow/config.mk WORK_HOME=/design/flow/orfs finish
File: flow/constraint.sdc
current_design decode_rat_checkpoints

set clk_period 148.8
set clk_io_pct 0.2

create_clock -name clk0 -period $clk_period [get_ports {clk}]

set non_clock_inputs [all_inputs -no_clocks]
set_input_delay [expr $clk_period * $clk_io_pct] -clock clk0 $non_clock_inputs
set_output_delay [expr $clk_period * $clk_io_pct] -clock clk0 [all_outputs]
File: flow/design.v
module decode_rat_checkpoints (
    input   wire            clk,
    input   wire            resetn,
    input   wire            snoop_hit,
    output  wire [3:0]      valid,
    input   wire            wea,
    input   wire [1:0]      addra,
    input   wire [31:0]     dina_valid,
    input   wire [255:0]    dina_fid,
    input   wire [127:0]    dina_rob,
    input   wire            web,
    input   wire [1:0]      addrb,
    output  wire [31:0]     doutb_valid,
    output  wire [255:0]    doutb_fid,
    output  wire [127:0]    doutb_rob,
    input   wire            wed,
    input   wire [4:0]      addrd,
    input   wire [7:0]      dind_fid,
    input   wire            wef,
    input   wire [3:0]      dinf_bid
);
    genvar  i;
    integer j;
    reg [3:0]   valid_R;
    always @(posedge clk) begin
        for (j = 0; j < 4; j = j + 1) begin
            if (~resetn) begin
                valid_R[j] <= 'b0;
            end
            else if (snoop_hit) begin
                valid_R[j] <= 'b0;
            end
            else if (web) begin
                valid_R[j] <= 'b0;
            end
            else if (wef && (dinf_bid[1:0] == j)) begin
                valid_R[j] <= 'b0;
            end
            else if (wea && (addra == j)) begin
                valid_R[j] <= 'b1;
            end
        end
    end
    reg         cp0_valid_R [31:1];
    reg         cp1_valid_R [31:1];
    reg         cp2_valid_R [31:1];
    reg         cp3_valid_R [31:1];
    reg  [7:0]  cp0_fid_R   [31:1];
    reg  [7:0]  cp1_fid_R   [31:1];
    reg  [7:0]  cp2_fid_R   [31:1];
    reg  [7:0]  cp3_fid_R   [31:1];
    reg  [3:0]  cp0_rob_R   [31:1];
    reg  [3:0]  cp1_rob_R   [31:1];
    reg  [3:0]  cp2_rob_R   [31:1];
    reg  [3:0]  cp3_rob_R   [31:1];
    always @(posedge clk) begin
        for (j = 1; j < 32; j = j + 1) begin
            cp0_valid_R[j] <= (wed && addrd == j && (  (valid_R[0] ? (dind_fid == cp0_fid_R[j]) : 1'b0)
                                                    || ((wea && addra == 2'd0) ? (dind_fid == dina_fid[j * 8 +: 8]) : 1'b0))) ? 1'b0
                            : (wea && addra == 2'd0) ? dina_valid[j * 1 +: 1] : cp0_valid_R[j];
            cp0_fid_R  [j] <= (wea && addra == 2'd0) ? dina_fid  [j * 8 +: 8] : cp0_fid_R  [j];
            cp0_rob_R  [j] <= (wea && addra == 2'd0) ? dina_rob  [j * 4 +: 4] : cp0_rob_R  [j];
            cp1_valid_R[j] <= (wed && addrd == j && (  (valid_R[1] ? (dind_fid == cp1_fid_R[j]) : 1'b0)
                                                    || ((wea && addra == 2'd1) ? (dind_fid == dina_fid[j * 8 +: 8]) : 1'b0))) ? 1'b0
                            : (wea && addra == 2'd1) ? dina_valid[j * 1 +: 1] : cp1_valid_R[j];
            cp1_fid_R  [j] <= (wea && addra == 2'd1) ? dina_fid  [j * 8 +: 8] : cp1_fid_R  [j];
            cp1_rob_R  [j] <= (wea && addra == 2'd1) ? dina_rob  [j * 4 +: 4] : cp1_rob_R  [j];
            cp2_valid_R[j] <= (wed && addrd == j && (  (valid_R[2] ? (dind_fid == cp2_fid_R[j]) : 1'b0)
                                                    || ((wea && addra == 2'd2) ? (dind_fid == dina_fid[j * 8 +: 8]) : 1'b0))) ? 1'b0
                            : (wea && addra == 2'd2) ? dina_valid[j * 1 +: 1] : cp2_valid_R[j];
            cp2_fid_R  [j] <= (wea && addra == 2'd2) ? dina_fid  [j * 8 +: 8] : cp2_fid_R  [j];
            cp2_rob_R  [j] <= (wea && addra == 2'd2) ? dina_rob  [j * 4 +: 4] : cp2_rob_R  [j];
            cp3_valid_R[j] <= (wed && addrd == j && (  (valid_R[3] ? (dind_fid == cp3_fid_R[j]) : 1'b0)
                                                    || ((wea && addra == 2'd3) ? (dind_fid == dina_fid[j * 8 +: 8]) : 1'b0))) ? 1'b0
                            : (wea && addra == 2'd3) ? dina_valid[j * 1 +: 1] : cp3_valid_R[j];
            cp3_fid_R  [j] <= (wea && addra == 2'd3) ? dina_fid  [j * 8 +: 8] : cp3_fid_R  [j];
            cp3_rob_R  [j] <= (wea && addra == 2'd3) ? dina_rob  [j * 4 +: 4] : cp3_rob_R  [j];
        end
    end
    assign valid = valid_R;
    wire [31:0]     cp0_valid_ow;
    wire [31:0]     cp1_valid_ow;
    wire [31:0]     cp2_valid_ow;
    wire [31:0]     cp3_valid_ow;
    wire [255:0]    cp0_fid_ow;
    wire [255:0]    cp1_fid_ow;
    wire [255:0]    cp2_fid_ow;
    wire [255:0]    cp3_fid_ow;
    wire [127:0]    cp0_rob_ow;
    wire [127:0]    cp1_rob_ow;
    wire [127:0]    cp2_rob_ow;
    wire [127:0]    cp3_rob_ow;
    generate
        for (i = 1; i < 32; i = i + 1)  begin
            assign cp0_valid_ow[i * 1 +: 1] = cp0_valid_R[i] ? ~(wed && addrd == i && dind_fid == cp0_fid_R[i]) : 1'b0;
            assign cp1_valid_ow[i * 1 +: 1] = cp1_valid_R[i] ? ~(wed && addrd == i && dind_fid == cp1_fid_R[i]) : 1'b0;
            assign cp2_valid_ow[i * 1 +: 1] = cp2_valid_R[i] ? ~(wed && addrd == i && dind_fid == cp2_fid_R[i]) : 1'b0;
            assign cp3_valid_ow[i * 1 +: 1] = cp3_valid_R[i] ? ~(wed && addrd == i && dind_fid == cp3_fid_R[i]) : 1'b0;
            assign cp0_fid_ow  [i * 8 +: 8] = cp0_fid_R[i];
            assign cp1_fid_ow  [i * 8 +: 8] = cp1_fid_R[i];
            assign cp2_fid_ow  [i * 8 +: 8] = cp2_fid_R[i];
            assign cp3_fid_ow  [i * 8 +: 8] = cp3_fid_R[i];
            assign cp0_rob_ow  [i * 4 +: 4] = cp0_rob_R[i];
            assign cp1_rob_ow  [i * 4 +: 4] = cp1_rob_R[i];
            assign cp2_rob_ow  [i * 4 +: 4] = cp2_rob_R[i];
            assign cp3_rob_ow  [i * 4 +: 4] = cp3_rob_R[i];
        end
    endgenerate
    assign { doutb_valid, doutb_fid, doutb_rob }
        = addrb == 2'd0 ? { cp0_valid_ow, cp0_fid_ow, cp0_rob_ow }
        : addrb == 2'd1 ? { cp1_valid_ow, cp1_fid_ow, cp1_rob_ow }
        : addrb == 2'd2 ? { cp2_valid_ow, cp2_fid_ow, cp2_rob_ow }
        :                 { cp3_valid_ow, cp3_fid_ow, cp3_rob_ow };
endmodule
File: flow/config.mk
export PLATFORM = sky130hd
export DESIGN_NAME = decode_rat_checkpoints
export DESIGN_NICKNAME = decode_rat_checkpoints
export VERILOG_FILES = /design/flow/design.v
export SDC_FILE = /design/flow/constraint.sdc
export NUM_CORES = 4
export LEC_CHECK = 1
export CORE_UTILIZATION = 30
==> reports/metrics.yaml <==
final_timing:
  fin_skew_ps: 75.72
  rsz0062_at_grt: "false"
  fin_crit_ps: 63530
  setup_tns_ps: 0
  hold_violations: 0
  max_slew_margin_pct: 42.11
  slew_viol_final: 0
  fin_crit_sh_pct: 42.69
  setup_violations: 0
  whs_ps: 495.1
  fmax_ghz: 0.01574
  worst-slew-pin-transition_ps: 857.1
synth:
  mux_share_pct: 11.46
  ys_top_cells_by_area: "edfxtp_1 (60%), mux4_2 (11%), xor2_1 (10%)"
  synthCells: 4600
  ys_sh_simple_pct: 5.481
  xor_share_pct: 14.62
  syn_area_per_cell_um2: 16.14
  syn_area_um2: 74260
  ys_async_sr_fraction_pct: 0
  yosys_warnings: 65
  top_area_cell: "edfxtp_1"
  adder_share_pct: 0
  numSynthFlops: 1616
  yosys-stat-cells: 4600
  aoi_share_pct: 2.869
  top_cell_area_share_pct: 60.17
  logic_family: "XOR/XNOR gates"
  synth-edff-count: 1488
  ys.flop_type: "edfxtp_1"
  yosysSeqAreaShare_pct: 63.62
  synth.distinct_cells: 53
  ys_area_um2: 74260
clock_tree:
  htreeDepth: 4
  cts-root-buf: "clkbuf_16"
  postCtsHoldBufs: 0
  clock.latency.late_pin_ps: 840
  postCtsSetupBuffers: 0
  clk_pin_slew_worst_paths_ps: 60
  cts.repair.resized: 0
  cts_max_path_buffers: 3
  cts_num_sinks: 1616
  cts_buffers: 180
  cts_tree: "done"
die:
  dieArea_um2: 249500
  initial_core_util_pct: 30.20
  core-area_um2: 245900
  ioPinCount: 864
  die_h_um: 499.5
  die_w_um: 499.5
  fp-row-count: 182
worst_setup_path:
  r2r_start: "valid_R[2]"
  rrSetupSlack_ps: 146410
  crit_path_end_kind: "output pin"
  crit_type: "primary input to output pin"
  cp_max_fo: 40
  arrival_ps: 33770
  ff2ff_path_depth: 5
  start_kind: "primary input"
  required_ps: 119040
  r2r-end: "cp2_valid_R[15]"
global_routing:
  grt_overflow: 0
  top_usage_layer: "met2"
  use_met2_pct: 30.58
  grt_use_met3_pct: 13.19
  grt_max_degree: 92
  grt_util_met1_pct: 24.68
  grt_util_all_layers_pct: 20.41
  first_global_vias: 47330
  antenna_found_initial: 100
  grt_pass1_wl_um: 342400
job:
  cap_violations: 0
  warning_count: 41
placement:
  port_buffers: 835
  dp_hpwl_um: 167100
  place_area_um2: 86430
  place.gp.congestion: 0.9071
hold_path:
  hold_class: "register to register"
  holdPathEnd: "cp2_valid_R[22]"
  min-delay-start: "cp2_valid_R[22]"
  hold_depth: 2
pwr:
  power_mw: 1.125
  power_density_nw_per_um2: 12.16
  leakage_nw: 29.80
  peakVddDrop_v: 0.00001044
finish:
  drive_gt1_share_pct: 14.29
  area_delta_synth_final_pct: 24.63
  mostFrequentLayoutCells: "edfxtp_1 (1488), xor2_1 (872), clkdlybuf4s50_1 (825), mux4_2 (372), xnor2_1 (368)"
  stdcell_area_um2: 92550
  layout_top_cell: "edfxtp_1"
route:
  postRouteAntennaNets: 0
  vias: 44810
  initialDrtViolationCount: 2740
  drc: 0
  routed_wl_um: 242200
  vias_per_cell: 5.061
  routedWlPerCell_um: 27.36
  dr.pass1.iters: 7
outcome:
  status: "complete, no violations"
worst max-delay path, stage by stage:
cell and delay (ps):
buf_8 320, buf_4 570, buf_4 580, buf_4 650
xor2_1 180, nor4_1 360, nand4_1 160, nor3_1 310
o211ai_1 270, clkdlybuf4s50_1 480
registers in the layout, indices dropped and copies added, names as in the netlist, 124 cells and up:
signal,cells
cp3_rob_R,124
cp1_fid_R,248
cp0_fid_R,248
cp2_rob_R,124
cp3_fid_R,248
cp0_rob_R,124
cp2_fid_R,248
cp1_rob_R,124
power by group:
part	leakage (nW)	switching, mW	internal [mW]
clock	2.90	0.193	0.257
combinational	12.2	0.0697	0.0676
sequential	14.7	0.0126	0.525
cell usage after synthesis (all sizes together) (3+ instances only):
cell	instances
o31ai	23
o41a	6
nand3	22
nand2b	3
xor2	872
a221oi	61
inv	5
and4	3
buf	221
edfxtp	1488
a32oi	12
nand4	146
nor4	209
a31oi	23
mux2i	4
and3	17
a311oi	4
o21a	8
mux2	8
o41ai	7
a211oi	23
nor2	183
o22ai	32
a21oi	33
dfxtp	128
nand2	92
nor2b	3
and2	17
a22oi	4
mux4	372
or4	4
nor3	48
xnor2	368
o211ai	46
clkbuf	83
nand4b	4
nand4bb	3
metrics by stage:
stage	instances	setup slack [ps]	utilization (%)
3_3_place_gp	8487	85210	35.14
4_1_cts	8820	85210	37.60
3_5_place_dp	8487	85200	35.14
5_1_grt	8837	85070	37.61
6_report	8854	85270	37.63
2_1_floorplan	4612	87720	-
worst max-delay path by stage:
stage | from | end | slack, ps | cells past startpoint
after CTS | addrb[1] | doutb_fid[192] | 85210 | 7
after global routing | dind_fid[0] | doutb_valid[18] | 85070 | 10
final | dind_fid[0] | doutb_valid[18] | 85270 | 10
metal layers:
metal	share of wire, %	wire (µm)
met3	15	35200
met2	47	113500
met5	0.38	924
met4	3.1	7445
met1	35	85120
cells by family after synthesis:
logic type	count (synthesis)
xor+xnor	1240
buf+inv	310
simple gates	762
compound gates	287
mux	384
other cells	1
flops	1616
layout make-up:
cell class	instances	area [µm²]
Clock inverter	109	1280
Antenna cell	34	85.08
Clock buffer	224	4760
Tap cell	3220	4029
Sequential cell	1616	47250
Fill cell	22680	153400
Timing Repair Buffer	959	9439
Inverter	6	22.52
Multi-Input combinational cell	2686	25680
Power is estimated from default activity; no workload was simulated.
