File: flow/design.v
module decode_rob (
    input   wire            clk,
    input   wire            resetn,
    input   wire            snoop_hit,
    input   wire [3:0]      addra,
    output  wire [31:0]     douta,
    output  wire            douta_ready,
    input   wire [3:0]      addrb,
    output  wire [31:0]     doutb,
    output  wire            doutb_ready,
    input   wire            en_alloc,
    input   wire [31:0]     dinc_pc,
    input   wire [4:0]      dinc_dst,
    input   wire [7:0]      dinc_fid,
    input   wire            dinc_load,
    input   wire            dinc_store,
    input   wire [1:0]      dinc_lswidth,
    input   wire            en_writeback,
    input   wire [3:0]      addrd,
    input   wire [7:0]      dind_fid,
    input   wire [31:0]     dind_value,
    input   wire            dind_lsmiss,
    input   wire [3:0]      dind_cmtdelay,
    input   wire            dind_bco_valid,
    input   wire [1:0]      dind_bco_pattern,
    input   wire            dind_bco_taken,
    input   wire [31:0]     dind_bco_target,
    input   wire            en_commit,
    output  wire            doute_valid,
    output  wire            doute_ready,
    output  wire [31:0]     doute_pc,
    output  wire [3:0]      doute_rob,
    output  wire [4:0]      doute_dst,
    output  wire [31:0]     doute_value,
    output  wire [7:0]      doute_fid,
    output  wire            doute_load,
    output  wire            doute_store,
    output  wire            doute_lsmiss,
    output  wire [1:0]      doute_lswidth,
    output  wire [3:0]      doute_cmtdelay,
    output  wire            doute_bco_valid,
    output  wire [1:0]      doute_bco_pattern,
    output  wire            doute_bco_taken,
    output  wire [31:0]     doute_bco_target,
    output  wire [4:0]      next_rob,
    input   wire            bco_valid
);
    integer i;
    genvar  j;
    reg [4:0]   wptr_R;
    reg [4:0]   rptr_R;
    reg [4:0]   cptr_R;
    reg [4:0]   wptr_next;
    reg [4:0]   rptr_next;
    reg [4:0]   cptr_next;
    wire ptr_overlap;
    wire ptr_toured;
    wire cptr_overlap;
    wire cptr_toured;
    wire s_c_commitable;
    wire s_empty;
    wire s_cempty;
    assign ptr_overlap  = wptr_R[3:0] == rptr_R[3:0];
    assign ptr_toured   = wptr_R[4]   != rptr_R[4];
    assign cptr_overlap = wptr_R[3:0] == cptr_R[3:0];
    assign cptr_toured  = wptr_R[4]   != cptr_R[4];
    assign s_empty  =  ptr_overlap & ~ ptr_toured;
    assign s_cempty = cptr_overlap & ~cptr_toured;
    always @(posedge clk) begin
        if (~resetn) begin
            wptr_R <= 'b0;
            rptr_R <= 'b0;
            cptr_R <= 'b0;
        end
        else if (snoop_hit) begin
            wptr_R <= 'b0;
            rptr_R <= 'b0;
            cptr_R <= 'b0;
        end
        else begin
            wptr_R <= wptr_next;
            rptr_R <= rptr_next;
            cptr_R <= cptr_next;
        end
    end
    always @(*) begin
        wptr_next = wptr_R;
        rptr_next = rptr_R;
        cptr_next = cptr_R;
        if ((~doute_valid || en_commit) && ~s_cempty) begin
            if (s_c_commitable) begin
                cptr_next = cptr_R + 'd1;
            end
        end
        if (en_commit && ~s_empty) begin
            rptr_next = rptr_R + 'd1;
        end
        if (bco_valid) begin
            wptr_next = 'b0;
            rptr_next = 'b0;
            cptr_next = 'b0;
        end
        else if (en_alloc) begin
            wptr_next = wptr_R + 'd1;
        end
    end
    reg         rob_ready_R         [15:0];
    reg [31:0]  rob_pc_R            [15:0];
    reg [4:0]   rob_dst_R           [15:0];
    reg [31:0]  rob_value_R         [15:0];
    reg [7:0]   rob_fid_R           [15:0];
    reg         rob_load_R          [15:0];
    reg         rob_store_R         [15:0];
    reg         rob_lsmiss_R        [15:0];
    reg [1:0]   rob_lswidth_R       [15:0];
    reg [3:0]   rob_cmtdelay_R      [15:0];
    reg         rob_bco_valid_R     [15:0];
    reg [1:0]   rob_bco_pattern_R   [15:0];
    reg         rob_bco_taken_R     [15:0];
    reg [31:0]  rob_bco_target_R    [15:0];
    generate
        for (j = 0; j < 16; j = j + 1) begin : GENERATED_ROB_ENTRY_READY
            always @(posedge clk) begin
                if (~resetn) begin
                    rob_ready_R  [j] <= 'b0;
                end
                else if ((wptr_R[3:0] == j) && en_alloc) begin     
                    rob_ready_R  [j] <= 'b0;
                end
                else if ((addrd == j) && en_writeback && (rob_fid_R[j] == dind_fid)) begin      
                    rob_ready_R  [j] <= 'b1;
                end
            end
        end
    endgenerate
    always @(posedge clk) begin
        if (en_alloc) begin
            rob_pc_R     [wptr_R[3:0]] <= dinc_pc;
            rob_dst_R    [wptr_R[3:0]] <= dinc_dst;
            rob_fid_R    [wptr_R[3:0]] <= dinc_fid;
            rob_load_R   [wptr_R[3:0]] <= dinc_load;
            rob_store_R  [wptr_R[3:0]] <= dinc_store;
            rob_lswidth_R[wptr_R[3:0]] <= dinc_lswidth;
        end
    end
    wire    fid_hit;
    assign fid_hit = rob_fid_R[addrd] == dind_fid;
    always @(posedge clk) begin
        if (en_writeback && fid_hit) begin
            rob_value_R     [addrd] <= dind_value;
            rob_lsmiss_R    [addrd] <= dind_lsmiss;
        end
    end
    always @(posedge clk) begin
        if (en_writeback && fid_hit) begin
            rob_bco_valid_R   [addrd] <= dind_bco_valid;
            rob_bco_pattern_R [addrd] <= dind_bco_pattern;
            rob_bco_taken_R   [addrd] <= dind_bco_taken;
            rob_bco_target_R  [addrd] <= dind_bco_target;
        end
    end
    always @(posedge clk) begin
        for (i = 0; i < 16; i = i + 1) begin
            if (en_writeback && addrd == i && fid_hit) begin
                rob_cmtdelay_R[i] <= dind_cmtdelay;
            end
            else if (rob_cmtdelay_R[i] != 'b0) begin
                rob_cmtdelay_R[i] <= rob_cmtdelay_R[i] - 'd1;
            end
        end
    end
    assign s_c_commitable = s_cempty ? 1'b0 
                          : (rob_ready_R[cptr_R[3:0]] && rob_cmtdelay_R[cptr_R[3:0]] == 'b0);
    reg         valid_OR;
    reg         ready_OR;
    reg [31:0]  pc_OR;
    reg [3:0]   rob_OR;
    reg [4:0]   dst_OR;
    reg [31:0]  value_OR;
    reg [7:0]   fid_OR;
    reg         load_OR;
    reg         store_OR;
    reg         lsmiss_OR;
    reg [1:0]   lswidth_OR;
    reg [3:0]   cmtdelay_OR;
    reg         bco_valid_OR;
    reg [1:0]   bco_pattern_OR;
    reg         bco_taken_OR;
    reg [31:0]  bco_target_OR;
    always @(posedge clk) begin
        if (~resetn) begin
            valid_OR <= 1'b0;
        end
        else if (bco_valid) begin
            valid_OR <= 1'b0;
        end
        else if (~valid_OR || en_commit) begin
            valid_OR <= s_c_commitable;
        end
    end
    always @(posedge clk) begin
        if ((~valid_OR || en_commit) && s_c_commitable) begin
            ready_OR        <= rob_ready_R      [cptr_R[3:0]];
            pc_OR           <= rob_pc_R         [cptr_R[3:0]];
            rob_OR          <=                   cptr_R[3:0];
            dst_OR          <= rob_dst_R        [cptr_R[3:0]];
            value_OR        <= rob_value_R      [cptr_R[3:0]];
            fid_OR          <= rob_fid_R        [cptr_R[3:0]];
            load_OR         <= rob_load_R       [cptr_R[3:0]];
            store_OR        <= rob_store_R      [cptr_R[3:0]];
            lsmiss_OR       <= rob_lsmiss_R     [cptr_R[3:0]];
            lswidth_OR      <= rob_lswidth_R    [cptr_R[3:0]];
            cmtdelay_OR     <= rob_cmtdelay_R   [cptr_R[3:0]];
            bco_valid_OR    <= rob_bco_valid_R  [cptr_R[3:0]];
            bco_pattern_OR  <= rob_bco_pattern_R[cptr_R[3:0]];
            bco_taken_OR    <= rob_bco_taken_R  [cptr_R[3:0]];
            bco_target_OR   <= rob_bco_target_R [cptr_R[3:0]];
        end
    end
    assign doute_valid          = valid_OR;
    assign doute_ready          = ready_OR;
    assign doute_pc             = pc_OR;
    assign doute_rob            = rob_OR;
    assign doute_dst            = dst_OR;
    assign doute_value          = value_OR;
    assign doute_fid            = fid_OR;
    assign doute_load           = load_OR;
    assign doute_store          = store_OR;
    assign doute_lsmiss         = lsmiss_OR;
    assign doute_lswidth        = lswidth_OR;
    assign doute_cmtdelay       = cmtdelay_OR;
    assign doute_bco_valid      = bco_valid_OR;
    assign doute_bco_pattern    = bco_pattern_OR;
    assign doute_bco_taken      = bco_taken_OR;
    assign doute_bco_target     = bco_target_OR;
    assign douta = rob_value_R[addra];
    assign doutb = rob_value_R[addrb];
    assign douta_ready  = rob_ready_R[addra] ? ~rob_lsmiss_R[addra] : 1'b0;
    assign doutb_ready  = rob_ready_R[addrb] ? ~rob_lsmiss_R[addrb] : 1'b0;
    assign next_rob = wptr_R;
endmodule
File: flow/run.sh
#!/bin/bash
# OpenROAD 26Q1-2900-gdf79404cd8, Yosys 0.63+post, stock flow scripts
make -C /OpenROAD-flow-scripts/flow DESIGN_CONFIG=/design/flow/config.mk WORK_HOME=/design/flow/orfs finish
File: flow/config.mk
export PLATFORM = sky130hd
export DESIGN_NAME = decode_rob
export DESIGN_NICKNAME = decode_rob
export VERILOG_FILES = /design/flow/design.v
export SDC_FILE = /design/flow/constraint.sdc
export NUM_CORES = 4
export LEC_CHECK = 1
export CORE_UTILIZATION = 50
File: flow/constraint.sdc
current_design decode_rob

set clk_period 27.2
set clk_io_pct 0.2

create_clock -name clk0 -period $clk_period [get_ports {clk}]

set non_clock_inputs [all_inputs -no_clocks]
set_input_delay [expr $clk_period * $clk_io_pct] -clock clk0 $non_clock_inputs
set_output_delay [expr $clk_period * $clk_io_pct] -clock clk0 [all_outputs]
==> impl_metrics.yaml <==
# synthesis and place-and-route metrics
final_layout:
  final_cell_mix: "edfxtp_1 (2079), mux4_2 (935), clkdlybuf4s50_1 (337), clkbuf_16 (219), xor2_1 (150)"
  layout.cells.non_filler: 7125
  post-route-util: 0.580
  fillers: 12987
  areaGrowthSynthToFinish_pct: 15.2
  drive_gt1_frac: 0.313
  lay_top_count: "edfxtp_1"
final_timing:
  tightest_slew_ps: 932
  grt_setup_unrepaired: "false"
  min_period_over_period: 0.522
  max_slew_margin: 0.379
  fin_skew_ps: 73.1
  drv_slew: 0
  hold_viol: 0
  fin_crit_ps: 14200
  setup_ws_ps: 13000
  setup_viol: 0
  timing.setup.tns_ps: 0
  fmaxAchievable_mhz: 70.4
  finalHoldWorstSlack_ps: 494
route:
  finalWirelength_um: 239000
  wire_per_inst_um: 33.5
  num_vias: 45597
  vias_per_cell: 6.40
  drc: 0
  dr.pass1.iters: 8
  ant_nets: 0
  drt_iter0_drc: 3061
placed_design:
  place_hpwl_um: 139000
  gp_congestion: 0.931
  dp_cells: 6712
  port_buffers: 347
  dp_worst_setup_slack_ps: 12900
logic_synthesis:
  syn_area_um2: 91000
  syn_inst: 4119
  ff_type: "edfxtp_1"
  yosys-stat-cells: 4119
  synth-edff-count: 2079
  ys_seq_share: 0.692
  yosysWarnings: 3
  synth-seq-cells: 2106
  yosysTopAreaCellShare: 0.686
  syn_area_per_cell_um2: 22.1
  ys_async_sr_fraction: 0
  yosys.cell_types.count: 65
  synthTopCellsByArea: "edfxtp_1 (69%), mux4_2 (23%), xor2_1 (1.4%), clkbuf_1 (0.70%), mux2i_1 (0.66%)"
  ys_chip_area_um2: 91000
  largest_area_cell: "edfxtp_1"
outcome:
  outcome: "finished clean"
clock_tree:
  postCtsHoldBufs: 0
  clk_path_buf_depth: 3
  htree_levels: 4
  insertion_delay_ps: 870
  cts.sinks: 2106
  cts_root_buf: "clkbuf_16"
  cts_buffers: 217
  postCtsSetupBuffers: 0
  path_clk_slew_ps: 60
  cts.repair.resized: 0
  cts_tree: "yes"
setup_path:
  crit_type: "in2out"
  endpoint_kind: "primary output"
  slowest_delay_ps: 690
  critPathMaxFanout: 41
  crit_chain: "buf_8 > buf_4 > buf_4 > mux4_2 > mux4_2 > clkdlybuf4s50_1"
  worstPathRequired_ps: 21760
  worstReg2RegStart: "cptr_R[1]"
  cp-start-kind: "input pin"
  crit_path_top_delay_cell: "buf_4"
  crit_start: "addra[0]"
  cp.arrival_ps: 8760
floorplan:
  die_height_um: 429
  rows: 156
  core_area_um2: 181000
  ios: 348
  die_area_um2: 184000
  initCoreUtil: 0.504
  die_x_um: 429
run:
  warning_count: 48
  maxCapViolCount: 0
global_route:
  gr-total-overflow: 0
  antenna_found_initial: 33
  grt_use_total: 0.300
  grt_start_max_net_pins: 83
  grt_pass1_vias: 50630
  grt_pass1_wl_um: 348000
power:
  power_leakage_nw: 32.3
  ir_drop_uv: 54.4
  power_density_nw_per_um2: 67.6
worst_hold_path:
  min_from: "cptr_R[4]"
  hp-class: "reg2reg"
==> critical path, delay by kind of cell <==
family,cells,cell delay [ps]
muxes,2,1080
buffers and inverters,4,2160
==> path summary, 6_finish.rpt <==
check / to / slack (ps) / cells after the start
min reg2reg: cptr_R[4] / 490 / 2
max reg2reg: bco_target_OR[18] / 20350 / 14
min: cptr_R[4] / 490 / 2
max: douta[16] / 13000 / 6
==> registers in the layout, summed over array words and instances, names as in the netlist, 32 cells and up <==
register and cells:
rob_bco_pattern_R 32, rob_lswidth_R 32, rob_fid_R 128, bco_target_OR 32, rob_dst_R 80, rob_bco_target_R 512, rob_value_R 512, pc_OR 32
rob_pc_R 512, rob_cmtdelay_R 64, value_OR 32
==> Yosys cell counts (all sizes together) (9+ instances only) <==
master	instances
ha	40
mux2	42
nor2b	16
nand2b	16
edfxtp	2079
xnor2	25
nor3	24
dfxtp	27
inv	44
a22oi	12
a21oi	28
nand3	42
clkbuf	169
nand2	44
a211oi	12
nor4	50
buf	99
mux2i	60
nor2	63
o21ai	11
nor3b	18
nand4	9
xor2	150
mux4	935
and2	18
a41oi	17
==> logic make-up after synthesis <==
group	Yosys count	share of synthesized area
buf+inv	313	0.0133
compound gates	123	0.00975
flops	2106	0.692
simple gates	325	0.0195
mux	1037	0.243
xor+xnor	175	0.0168
fa+ha+maj	40	0.00550
==> per-layer routing <==
layer | vias to the layer above | wire length, µm | global-route usage
met5 | - | 236 | 0.00182
met4 | 30 | 7580 | 0.0676
met3 | 449 | 36600 | 0.196
met2 | 3016 | 117000 | 0.433
met1 | 23331 | 77600 | 0.423
li1 | 18771 | - | -
==> power by group <==
group	internal (mW)	leakage, nW	switching (mW)
clock network	1.71	3.47	1.25
logic	0.200	9.81	0.213
registers	3.66	19.0	0.0570
total	5.57	32.3	1.52
==> final cells by class <==
class,instances,area (µm²),area share
timing repair buffer,491,4590,0.0438
multi-input combinational,1700,27000,0.257
clock inverter,150,1520,0.0145
tap,2370,2970,0.0283
clock buffer,255,5620,0.0536
antenna,8,20.0,0.000191
inverter,45,170,0.00162
sequential,2106,63000,0.601
==> per-stage QoR <==
step / cell area [µm²] / total power [mW]
global route: 105000 / 7.31
CTS: 105000 / 7.15
finish: 105000 / 7.09
global placement: 97700 / 4.19
floorplan: 91000 / 4.03
detailed placement: 97700 / 4.20
Power and IR drop assume default switching activity.
